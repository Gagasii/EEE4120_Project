`constraint.sdc`:
```
current_design core_sobel

set clk_period 19.5
set clk_io_pct 0.2

create_clock -name clk0 -period $clk_period

set non_clock_inputs [all_inputs -no_clocks]
set_input_delay [expr $clk_period * $clk_io_pct] -clock clk0 $non_clock_inputs
set_output_delay [expr $clk_period * $clk_io_pct] -clock clk0 [all_outputs]
```
`config.mk`:
```
export PLATFORM = sky130hd
export DESIGN_NAME = core_sobel
export DESIGN_NICKNAME = core_sobel
export VERILOG_FILES = /design/flow/design.v
export SDC_FILE = /design/flow/constraint.sdc
export NUM_CORES = 4
export LEC_CHECK = 1
export CORE_UTILIZATION = 30
```
`design.v`:
```
`timescale 1ns/1ps
module core_sobel ( p0, p1, p2, p3, p4, p5, p6, p7, out);
  input  [7:0] p0,p1,p2,p3,p5,p6,p7,p4;	 
output [7:0] out;					 
wire signed [10:0] gx,gy;     
wire signed [10:0] abs_gx,abs_gy;	 
wire [10:0] sum;			 
  assign gx=((p2-p0)+((p4-p3)<<1)+(p7-p5)); 
  assign gy=((p0-p5)+((p1-p6)<<1)+(p2-p7)); 
assign abs_gx = (gx[10]? ~gx+1 : gx);	 
assign abs_gy = (gy[10]? ~gy+1 : gy);	 
assign sum = (abs_gx+abs_gy);				 
assign out = (|sum[10:8])?8'hff : sum[7:0];	 
endmodule
```
`run.sh`:
```
#!/bin/bash
# OpenROAD 26Q1-2900-gdf79404cd8, Yosys 0.63+post, stock flow scripts
make -C /OpenROAD-flow-scripts/flow DESIGN_CONFIG=/design/flow/config.mk WORK_HOME=/design/flow/orfs finish
```
==> flow_summary_export.csv <==
group,metric,value,unit
final_layout,instances_no_fill,757,
yosys,ys_warn_count,0,
yosys,avgSynthCellArea,7.77,um2
yosys,yosys_cells,517,
floorplan,die-area,13800,um2
detailed_routing,routed_wirelength,8830,um
sta,slew_viol_final,0,
min_path,hold_depth,8,
place,dp.cells,757,
detailed_routing,diodes,0,
clock_tree,cts_resized,0,
floorplan,core-area,12800,um2
final_layout,final_cell_mix,"inv_1, ha_1, clkdlybuf4s50_1",
job,drv_cap,0,
worst_setup_path,max_stage_delay,0.54,ns
floorplan,die_height,118,um
detailed_routing,drc_errors,0,
sta,relSlewSlack,0.369,
sta,worst_pin_slew,0.940,ns
yosys,synth_cells,517,
sta,finalHoldViolCount,0,
yosys,yosys.area.top_type,"ha_1",
final_layout,layout.area.seq,0,um2
worst_setup_path,crit_fanout,16,
detailed_routing,ant_nets,0,
worst_setup_path,critPathTopFamily,"AND-OR/OR-AND gates",
final_layout,layout_top_cell,"inv_1",
min_path,hp-class,"in2out",
job,warning_count,32,
yosys,top_cells_by_area,"ha_1, fa_1, inv_1",
floorplan,rows,41,
yosys,ys_seq_share,0,
worst_setup_path,crit_path_end_kind,"primary output",
worst_setup_path,slowest_stage,"clkdlybuf4s50_1",
min_path,min_to,"out[0]",
floorplan,die_x,118,um
detailed_routing,vias_per_cell,4.64,
global_route,grt_usage,0.133,
sta,worst_slack,4.17,ns
global_route,grt_max_degree,17,
place,dpl_worst_slack,4.19,ns
detailed_routing,drt_iter0_drc,119,
sta,min_period,15.33,ns
sta,setup_viol,0,
final_layout,clkbuf_count,0,
final_layout,seq_cells,0,
sta,max_freq,65.2,MHz
worst_setup_path,worstSetupStartpointType,"input port",
floorplan,fp_util,0.313,
final_layout,fill_cells,1337,
clock_tree,cts_hold_buf,0,
status,status,"completed",
yosys,ys_area,4020,um2
global_route,grt_overflow,0,
yosys,yosys.area.top_type_share,0.249,
sta,rsz0062_at_grt,"no",
global_route,antenna_found_initial,0,
place,gp_congestion,0.920,
worst_setup_path,worstPathRequired,15.60,ns
sta,finalCritPeriodShare,0.786,
detailed_routing,wl_per_cell,11.7,um
yosys,synth.cell_area,4020,um2
place,dpl.hpwl,8230,um
worst_setup_path,critPathBufInv,4,
sta,fin_setup_tns,0,ns
final_layout,syn2layout_area_growth,22.9,%
final_layout,drive_above_1_share,0.0171,
global_route,grt_pass1_vias,3379,
global_route,grt_pass1_wl,15000,um
detailed_routing,vias,3510,
worst_setup_path,crit_type,"in2out",
yosys,ys_types,45,
clock_tree,postCtsSetupBuffers,0,
worst_setup_path,cp.arrival,11.43,ns
detailed_routing,firstDrtPassIters,4,
min_path,min-delay-start,"p5[0]",
place,portBuffers,72,
floorplan,io_pins,72,
-- area by class of cell --
class	instances	area, um2	area share
Multi-Input combinational cell	416	3630	0.737
Timing Repair Buffer	72	721	0.146
Inverter	97	364	0.0738
Tap cell	172	215	0.0436
-- through the flow --
step,utilization,hold WS (ns),area (um2)
final,0.385,9.58,4930
after floorplan,-,8.43,4020
after CTS,0.385,9.59,4930
after global routing,0.385,9.70,4930
after global placement,0.385,9.58,4930
after detailed placement,0.385,9.58,4930
-- worst max path at each step --
stage	end	startpoint	slack, ns	depth (start not counted)
finish	out[7]	p5[1]	4.17	30
global route	out[7]	p5[1]	3.57	30
CTS	out[7]	p5[1]	4.17	30
-- synth_stat cells (2+ instances only) --
cell	number
inv_1	97
ha_1	80
xnor2_1	37
xor2_1	33
nor2_1	32
a21oi_1	29
fa_1	27
nor3_1	24
o21ai_0	24
a21o_1	18
nand2b_1	16
o21bai_1	12
nand2_1	11
nor2b_1	11
mux2i_1	8
nand3_1	8
a211oi_1	5
o21a_1	5
nand3b_1	3
nor3b_1	3
o211ai_1	3
or4_1	3
a211oi_2	2
a21boi_0	2
clkbuf_1	2
mux2_2	2
o2111ai_1	2
-- cell families after synthesis --
logic type               share of synthesized area
AND-OR/OR-AND                                0.173
XOR/XNOR                                     0.164
adder cells (fa/ha/maj)                      0.384
buffers and inverters                       0.0947
multiplexers                                0.0256
AND/OR/NAND/NOR                              0.159
-- routing by layer --
metal	routed length, um	global-route usage	vias up	share of wire
li1	-	-	1876	-
met1	4520	0.194	1563	0.51
met2	3880	0.222	69	0.44
met3	403	0.0158	2	0.046
met4	26	0.00401	0	0.0029
met5	0	0	-	0
